--- design/flow/config.mk ---
export PLATFORM = sky130hd
export DESIGN_NAME = cla64
export DESIGN_NICKNAME = cla64
export VERILOG_FILES = /design/flow/design.v
export SDC_FILE = /design/flow/constraint.sdc
export NUM_CORES = 4
export LEC_CHECK = 1
export CORE_UTILIZATION = 30
--- design/flow/constraint.sdc ---
current_design cla64

set clk_period 16.8
set clk_io_pct 0.2

create_clock -name clk0 -period $clk_period

set non_clock_inputs [all_inputs -no_clocks]
set_input_delay [expr $clk_period * $clk_io_pct] -clock clk0 $non_clock_inputs
set_output_delay [expr $clk_period * $clk_io_pct] -clock clk0 [all_outputs]
--- design/flow/design.v ---
module cla64(a,b,ci,s,co);  
input [63:0] a,b;  
input ci;  
output [63:0] s;  
output co;  
wire c1, c2, c3, c4, c5, c6, c7;  
	cla8 U0_cla8( 
		.a(a[7:0]),
		.b(b[7:0]),
		.ci(ci),
		.s(s[7:0]),
		.co(c1)
		);
	cla8 U1_cla8(
		.a(a[15:8]),
		.b(b[15:8]),
		.ci(c1),
		.s(s[15:8]),
		.co(c2)
		);
	cla8 U2_cla8(
		.a(a[23:16]),
		.b(b[23:16]),
		.ci(c2),
		.s(s[23:16]),
		.co(c3)
		);
	cla8 U3_cla8(
		.a(a[31:24]),
		.b(b[31:24]),
		.ci(c3),
		.s(s[31:24]),
		.co(c4)
		);
	cla8 U4_cla8(
		.a(a[39:32]),
		.b(b[39:32]),
		.ci(c4),
		.s(s[39:32]),
		.co(c5)
		);
	cla8 U5_cla8(
		.a(a[47:40]),
		.b(b[47:40]),
		.ci(c5),
		.s(s[47:40]),
		.co(c6)
		);
	cla8 U6_cla8(
		.a(a[55:48]),
		.b(b[55:48]),
		.ci(c6),
		.s(s[55:48]),
		.co(c7)
		);
	cla8 U7_cla8(
		.a(a[63:56]),
		.b(b[63:56]),
		.ci(c7),
		.s(s[63:56]),
		.co(co)
		);
endmodule  
module cla4(a,b,ci,s,co);  
input [3:0] a,b;  
input ci;  
output [3:0] s;  
output co;  
wire c1, c2, c3;  
	fa_v2 U0_fa_v2(  
	.a(a[0]),  
	.b(b[0]),  
	.ci(ci),  
	.s(s[0])  
	);
	fa_v2 U1_fa_v2(  
	.a(a[1]),  
	.b(b[1]),  
	.ci(c1),  
	.s(s[1])  
	);
	fa_v2 U2_fa_v2(  
	.a(a[2]),  
	.b(b[2]),  
	.ci(c2),  
	.s(s[2])  
	);
	fa_v2 U3_fa_v2(  
	.a(a[3]),  
	.b(b[3]),  
	.ci(c3),  
	.s(s[3])  
	);
	clb4 U4_clb4(  
	.a(a),  
	.b(b),  
	.ci(ci),  
	.c1(c1),  
	.c2(c2),  
	.c3(c3),  
	.co(co)  
	);
endmodule  
module cla8(a,b,ci,s,co);  
input [7:0] a,b;  
input ci;
output [7:0] s;  
output co;  
wire c1;  
cla4 U0_cla4(  
	.a(a[3:0]),
	.b(b[3:0]),
	.ci(ci),
	.s(s[3:0]),
	.co(c1)
	);
cla4 U1_cla4(  
	.a(a[7:4]),
	.b(b[7:4]),
	.ci(c1),
	.s(s[7:4]),
	.co(co)
	);
endmodule  
module clb4(a,b,ci,c1,c2,c3,co);  
input [3:0] a,b;  
input ci;  
output c1,c2,c3,co;  
wire [3:0] g,p;  
wire w0_c1;  
wire w0_c2, w1_c2;  
wire w0_c3, w1_c3, w2_c3;  
wire w0_co, w1_co, w2_co, w3_co;  
	_and2 U0_and2(  
	.a(a[0]),
	.b(b[0]),
	.y(g[0])
	);
	_and2 U1_and2(  
	.a(a[1]),
	.b(b[1]),
	.y(g[1])
	);
	_and2 U2_and2(  
	.a(a[2]),
	.b(b[2]),
	.y(g[2])
	);
	_and2 U3_and2(  
	.a(a[3]),
	.b(b[3]),
	.y(g[3])
	);
	_or2 U4_or2(  
	.a(a[0]),
	.b(b[0]),
	.y(p[0])
	);
	_or2 U5_or2(  
	.a(a[1]),
	.b(b[1]),
	.y(p[1])
	);
	_or2 U6_or2(  
	.a(a[2]),
	.b(b[2]),
	.y(p[2])
	);
	_or2 U7_or2(  
	.a(a[3]),
	.b(b[3]),
	.y(p[3])
	);
	_and2 U8_and2(  
	.a(p[0]),
	.b(ci),
	.y(w0_c1)
	);
	_or2 U9_or2(  
	.a(g[0]),
	.b(w0_c1),
	.y(c1)
	);
	_and2 U10_and2(  
	.a(p[1]),
	.b(g[0]),
	.y(w0_c2)
	);
	_and3 U11_and3(  
	.a(p[1]),
	.b(p[0]),
	.c(ci),
	.y(w1_c2)
	);
	_or3 U12_or3(  
	.a(g[1]),
	.b(w0_c2),
	.c(w1_c2),
	.y(c2)
	);
	_and2 U13_and2(  
	.a(p[2]),
	.b(g[1]),
	.y(w0_c3)
	);
	_and3 U14_and3(  
	.a(p[2]),
	.b(p[1]),
	.c(g[0]),
	.y(w1_c3)
	);
	_and4 U15_and4(  
	.a(p[2]),
	.b(p[1]),
	.c(p[0]),
	.d(ci),
	.y(w2_c3)
	);
	_or4 U16_or4(  
	.a(g[2]),
	.b(w0_c3),
	.c(w1_c3),
	.d(w2_c3),
	.y(c3)
	);
	_and2 U17_and2(  
	.a(p[3]),
	.b(g[2]),
	.y(w0_co)
	);
	_and3 U18_and3(  
	.a(p[3]),
	.b(p[2]),
	.c(g[1]),
	.y(w1_co)
	);
	_and4 U19_and4(  
	.a(p[3]),
	.b(p[2]),
	.c(p[1]),
	.d(g[0]),
	.y(w2_co)
	);
	_and5 U20_and5(  
	.a(p[3]),
	.b(p[2]),
	.c(p[1]),
	.d(p[0]),
	.e(ci),
	.y(w3_co)
	);
	_or5 U21_or5(  
	.a(g[3]),
	.b(w0_co),
	.c(w1_co),
	.d(w2_co),
	.e(w3_co),
	.y(co)
	);
endmodule  
module fa_v2(a,b,ci,s);  
input a,b,ci;  
output s;  
wire w0;  
	_xor2 U0_xor2(  
	.a(a),  
	.b(b),  
	.y(w0)  
	);
	_xor2 U1_xor2(  
	.a(w0),  
	.b(ci),  
	.y(s)  
	);
endmodule  
module _inv(a,y);  
input a;  
output y;  
assign y = ~a;  
endmodule  
module _nand2(a,b,y);  
input a,b;  
output y;  
assign y = ~(a&b);  
endmodule  
module _and2(a,b,y);  
input a,b;  
output y;  
assign y = a & b;  
endmodule  
module _or2(a,b,y);  
input a,b;  
output y;  
assign y = a | b;  
endmodule  
module _xor2(a,b,y);  
input a,b;  
output y;  
wire inv_a, inv_b;  
wire w0, w1;  
_inv U0_inv(.a(a), .y(inv_a));  
_inv U1_inv(.a(b), .y(inv_b));  
_and2 U2_and2(.a(inv_a), .b(b), .y(w0));  
_and2 U3_and2(.a(a), .b(inv_b), .y(w1));  
_or2 U4_or2(.a(w0), .b(w1), .y(y));  
endmodule  
module _and3(a,b,c,y);  
input a,b,c;  
output y;  
assign y = a & b & c;  
endmodule  
module _and4(a,b,c,d,y);  
input a,b,c,d;  
output y;  
assign y = a & b & c & d;  
endmodule  
module _and5(a,b,c,d,e,y);  
input a,b,c,d,e;  
output y;  
assign y = a & b & c & d & e;  
endmodule  
module _or3(a,b,c,y); 
input a,b,c;  
output y;  
assign y= a | b | c;  
endmodule  
module _or4(a,b,c,d,y);  
input a,b,c,d;  
output y;  
assign y = a | b | c | d;  
endmodule  
module _or5(a,b,c,d,e,y);  
input a,b,c,d,e;  
output y;  
assign y = a | b | c | d | e;  
endmodule  
module _inv_4bits(a,y);  
input [3:0] a;  
output [3:0] y;  
assign y = ~a;  
endmodule  
module _and2_4bits(a,b,y);  
input [3:0] a,b;  
output [3:0] y;  
assign y = a&b;  
endmodule  
module _or2_4bits(a,b,y);  
input [3:0] a,b;  
output [3:0] y;  
assign y =a|b;  
endmodule  
module _xor2_4bits(a,b,y);  
input [3:0] a,b;  
output [3:0] y;  
	_xor2 U0_xor2(  
	.a(a[0]),
	.b(b[0]), 
	.y(y[0])
	);
	_xor2 U1_xor2(  
	.a(a[1]),
	.b(b[1]),
	.y(y[1])
	);
	_xor2 U2_xor2(  
	.a(a[2]),
	.b(b[2]),
	.y(y[2])
	);
	_xor2 U3_xor2(  
	.a(a[3]),
	.b(b[3]),
	.y(y[3])
	);
endmodule  
module _xnor2_4bits(a,b,y);  
input [3:0] a,b;  
output [3:0] y;  
wire [3:0] w0;  
	_xor2_4bits U0_xor2_4bits(  
	.a(a),
	.b(b),
	.y(w0)
	);
	_inv_4bits U1_inv_4bits(  
	.a(w0),
	.y(y)
	);
endmodule  
module _inv_32bits(a,y);  
input [31:0] a;  
output [31:0] y;  
assign y = ~a;  
endmodule  
module _and2_32bits(a,b,y);  
input [31:0] a,b;  
output [31:0] y;  
assign y = a&b;  
endmodule  
module _or2_32bits(a,b,y);  
input [31:0] a,b;  
output [31:0] y;  
assign y = a|b;  
endmodule  
module _xor2_32bits(a,b,y);  
input [31:0] a,b;  
output [31:0] y;  
_xor2_4bits U0_xor2_4bits(  
	.a(a[3:0]),
	.b(b[3:0]),
	.y(y[3:0])
	);
_xor2_4bits U1_xor2_4bits(  
	.a(a[7:4]),
	.b(b[3:0]),
	.y(y[7:4])
	);
_xor2_4bits U2_xor2_4bits(  
	.a(a[11:8]),
	.b(b[11:8]),
	.y(y[11:8])
	);
_xor2_4bits U3_xor2_4bits(  
	.a(a[15:12]),
	.b(b[15:12]),
	.y(y[15:12])
	);
_xor2_4bits U4_xor2_4bits(  
	.a(a[19:16]),
	.b(b[19:16]),
	.y(y[19:16])
	);
_xor2_4bits U5_xor2_4bits(  
	.a(a[23:20]),
	.b(b[23:20]),
	.y(y[23:20])
	);
_xor2_4bits U6_xor2_4bits(  
	.a(a[27:24]),
	.b(b[27:24]),
	.y(y[27:24])
	);
_xor2_4bits U7_xor2_4bits(  
	.a(a[31:28]),
	.b(b[31:28]),
	.y(y[31:28])
	);
endmodule  
module _xnor2_32bits(a,b,y);  
input [31:0] a,b;  
output [31:0] y;  
_xnor2_4bits U0_xnor2_4bits(  
	.a(a[3:0]),
	.b(b[3:0]),
	.y(y[3:0])
	);
_xnor2_4bits U1_xnor2_4bits(  
	.a(a[7:4]),
	.b(b[7:4]),
	.y(y[7:4])
	);
_xnor2_4bits U2_xnor2_4bits(  
	.a(a[11:8]),
	.b(b[11:8]),
	.y(y[11:8])
	);
_xnor2_4bits U3_xnor2_4bits(  
	.a(a[15:12]),
	.b(b[15:12]),
	.y(y[15:12])
	);
_xnor2_4bits U4_xnor2_4bits(  
	.a(a[19:16]),
	.b(b[19:16]),
	.y(y[19:16])
	);
_xnor2_4bits U5_xnor2_4bits(  
	.a(a[23:20]),
	.b(b[23:20]),
	.y(y[23:20])
	);
_xnor2_4bits U6_xnor2_4bits(  
	.a(a[27:24]),
	.b(b[27:24]),
	.y(y[27:24])
	);
_xnor2_4bits U7_xnor2_4bits(  
	.a(a[31:28]),
	.b(b[31:28]),
	.y(y[31:28])
	);
endmodule  
--- design/flow/run.sh ---
#!/bin/bash
# OpenROAD 26Q1-2900-gdf79404cd8, Yosys 0.63+post, stock flow scripts
make -C /OpenROAD-flow-scripts/flow DESIGN_CONFIG=/design/flow/config.mk WORK_HOME=/design/flow/orfs finish
==> GITHUB_STEP_SUMMARY <==
## Synthesis and layout report

| Metric | Value |
|---|---|
| Status | finished clean |
| First-pass GRT wire length | 16590 um |
| Initial antenna violation count | 0 |
| Cells after Synth | 620 |
| Layout cells sized above 1 | 3.200% |
| Fa+ha+maj area frac | 41.17% |
| MUX area fraction | 0% |
| Worst Path Arrival | 7280 ps |
| Final ANT Viol Nets | 0 |
| Logic area | 0.003501 mm^2 |
| Hold Path Class | input port to output pin |
| Worst setup EP type | output pin |
| Tool Warnings | 112 |
| XOR/XNOR Area Share | 8.818% |
| Max Freq | 93.98 MHz |
| # clk buffers | 0 |
| Synth-to-layout area growth | 36.34% |
| Setup CP Type | input port to output pin |
| Hold path cells | 5 |
| Switching share of power | 35.78% |
| Number of remaining DRC errors | 0 |
| Worst IR drop on VDD | 0.00001567 V |
| Ys Warns | 0 |
| Pwr Density | 32.57 mW/mm^2 |
| Fillers | 1548 |
| Synth Area per Inst | 7.529 um^2 |
| GPL Wtd Cong | 0.8159 |
| Internal | 133.1 uW |
| Hold Fails Final Rpt | 0 |
| Min Tclk post-route | 10640 ps |
| Synth cell count leaders | 182 x inv_1, 128 x ha_1, 64 x buf_4, 36 x a21oi_1, 36 x xnor2_1 |
| DRT Pass-1 Iters | 4 |
| DRT iter0 DRCs | 64 |
| Ant diodes | 0 |
| Seq/Total Area, Yosys | 0% |
| Chip footprint | 0.01606 mm^2 |
| Leading area contributor after synthesis | ha_1 |
| Die Y | 126.7 um |
| Final Max Tran Viols | 0 |
| Max-slew headroom | 69.26% |
| Vias in the first global route | 3786 |
| Postcts setup bufs | 0 |
| Overall Global Routing Usage | 12.52% |
| Port buffer count | 194 |
| FP Rows | 45 |
| Setup_tns | 0 ps |
| Leak pwr | 0.003276 uW |
| Part of the power in the clock network | 0% |
| Hold-fix buffers, CTS | 0 |
| RSZ-0062 raised after global routing | no |
| Pwr Total | 207.3 uW |
| AND-OR/OR-AND share of the synthesized area | 15.36% |
| Area share, top type | 34.31% |
| Seq. cell area | 0 um^2 |
| I/O Pins | 194 |
| Ys cells | 620 |
| Final WL | 9984 um |
| Distinct lib cells | 59 |
| Sw Pwr | 74.17 uW |
| Synth Cell Area | 0.004668 mm^2 |
| Seq_cells | 0 |
| CP required | 13440 ps |
| Pin count of the biggest net entering global routing | 7 |
| DR WL/cell | 10.64 um |
| Yosys simple share | 9.649% |
| Post-cts sizing count | 0 |
| Tcrit/Tclk final | 63.33% |
| Initial Util | 30.71% |
| Largest logic family | adder cells |
| Core box area | 0.01520 mm^2 |
| Actual slew at the worst max-slew pin | 457.3 ps |
| Via count | 3903 |
| Max-capacitance violation count | 0 |
| Final setup fails | 0 |
| Remaining global-route overflow | 0 |
| Final HPWL DP | 9400 um |
| Die width | 126.7 um |
| Sequential share of power | 0% |
| CP Max Fanout | 4 |
| Combinational share of power | 100.0% |
| Biggest area cells | ha_1 34%, inv_1 15%, buf_4 10%, fa_1 6.9%, xnor2_1 6.8% |
| Yosys synthesis chip area | 0.004668 mm^2 |
| Via/cell ratio | 4.161 |
| Count leader, synth | inv_1 |
| CP Launch Type | input port |
==> cells in the final DEF (no fill, tap or decap), types with 2 or more instances in the layout <==
cell / netlist / final
a211oi_1: 2 / 2
a21o_1: 3 / 3
a21oi_1: 36 / 36
a21oi_2: 2 / 2
a221o_1: 2 / 2
a31oi_1: 3 / 3
clkdlybuf4s50_1: 0 / 194
fa_1: 16 / 16
ha_1: 128 / 128
inv_1: 182 / 182
nand2_1: 11 / 11
nand2b_1: 5 / 5
nand3_1: 2 / 2
nand4b_1: 2 / 2
nor2_1: 28 / 28
nor2b_1: 6 / 6
nor3_1: 4 / 4
nor3_2: 2 / 2
nor3b_1: 3 / 3
nor4_1: 3 / 3
o21a_1: 2 / 2
o21ai_0: 7 / 7
o21ai_1: 2 / 2
o21bai_1: 15 / 15
o21bai_2: 2 / 2
o31a_1: 2 / 2
o31ai_1: 3 / 3
or2_2: 4 / 4
or3_1: 2 / 2
or4_1: 2 / 2
or4_4: 2 / 2
xnor2_1: 36 / 36
xor2_1: 11 / 11
==> stage by stage <==
step / cell area (um^2) / cells / util [%] / hold WS [ps] / setup WS (ps)
finish: 6365 / 938 / 41.87 / 7779 / 6160
global route: 6365 / 938 / 41.87 / 7828 / 5840
CTS: 6365 / 938 / 41.87 / 7790 / 6097
detailed placement: 6365 / 938 / 41.87 / 7784 / 6103
global placement: 6365 / 938 / 41.87 / 7782 / 6108
floorplan: 4668 / 620 / - / 6895 / 7387
==> power groups by stage <==
stage | combinational, uW | sequential, uW | clock [uW]
after CTS | 212 | 0 | 0
after global routing | 233 | 0 | 0
final | 207 | 0 | 0
==> cell type report <==
class	count	area share [%]
multi-input cells	373	55.00
well taps	188	3.696
repair buffers	194	30.51
inverters	183	10.79
==> layer usage <==
metal / part of all wire, % / GRT usage, % / vias to the layer above
met3: 6.8 / 2.192 / 0
met2: 48 / 23.14 / 104
met4: 0 / 0 / 0
met1: 45 / 16.16 / 1684
met5: 0 / 0 / -
li1: - / - / 2115
==> worst paths after layout <==
kind,startpoint,endpoint
setup / recovery,a[12],s[61]
hold / removal,b[29],s[29]
==> critical path, cell delays in order <==
cell,delay [ps]
clkdlybuf4s50_1,500
inv_1,80
ha_1,220
nor3_1,160
and3_1,260
a21boi_0,300
o21ai_0,120
a21o_1,230
a311oi_2,390
o21ai_2,160
o21bai_2,210
a21oi_2,90
o21ba_1,190
fa_1,380
xnor2_1,150
clkdlybuf4s50_1,480
==> cells by family after synthesis <==
| logic type | Yosys count |
|---|---|
| compound gates | 101 |
| xor+xnor | 47 |
| fa+ha+maj | 144 |
| buf+inv | 247 |
| simple gates | 81 |
Power is estimated from default activity; no workload was simulated.
