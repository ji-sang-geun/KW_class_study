===== config.mk =====
export PLATFORM = sky130hd
export DESIGN_NAME = ram
export DESIGN_NICKNAME = ram
export VERILOG_FILES = /design/flow/design.v
export SDC_FILE = /design/flow/constraint.sdc
export NUM_CORES = 4
export LEC_CHECK = 1
export CORE_UTILIZATION = 50

===== constraint.sdc =====
current_design ram

set clk_period 23.1
set clk_io_pct 0.2

create_clock -name clk0 -period $clk_period [get_ports {clk}]

set non_clock_inputs [all_inputs -no_clocks]
set_input_delay [expr $clk_period * $clk_io_pct] -clock clk0 $non_clock_inputs
set_output_delay [expr $clk_period * $clk_io_pct] -clock clk0 [all_outputs]

===== design.v =====
module ram(clk, cen, wen, addr, din, dout);  
input clk, cen, wen;  
input [4:0] addr;  
input [31:0] din;  
output reg [31:0] dout;  
reg [31:0] mem [0:31];  
integer i;  
initial begin  
	for(i=0; i<32; i = i+1) mem[i] = 0;  
end
always @ (posedge clk)  
begin 
	if(cen == 1)  
	begin
		if(wen == 1)  
		begin  
		mem[addr] = din; 
		dout = 0;
		end
		else if(wen == 0) dout = mem[addr];  
	end
	else if(cen == 0) dout = 0;  
end
endmodule  

===== run.sh =====
#!/bin/bash
# OpenROAD 26Q1-2900-gdf79404cd8, Yosys 0.63+post, stock flow scripts
make -C /OpenROAD-flow-scripts/flow DESIGN_CONFIG=/design/flow/config.mk WORK_HOME=/design/flow/orfs finish

==> flow_metrics.env <==
# source this file to load flow results
export IMPL_io_pins=72
export IMPL_ff_latch_area_um2=31400
export IMPL_postCtsHoldBufs=0
export IMPL_grt_use_total=0.388
export IMPL_dp_hpwl_um=78500
export IMPL_critPathSlowestCell="a2111oi_0"
export IMPL_placed_cell_area_um2=41600
export IMPL_power_frac_clock=0.429
export IMPL_setup_tns_ns=0
export IMPL_hp_start="mem[0][2]$_DFFE_PP_"
export IMPL_crit_fanout=34
export IMPL_antenna_found_initial=2
export IMPL_p_sw_uw=842
export IMPL_slew_violations=0
export IMPL_final_cells=3523
export IMPL_rows=102
export IMPL_synth_avg_cell_area_um2=17.7
export IMPL_irDropWorstVdd_v=0.0000650
export IMPL_fin_crit_sh=0.331
export IMPL_logic_area_um2=7220
export IMPL_tightest_slew_ns=1.25
export IMPL_edf_count=1024
export IMPL_fin_skew_ns=0.0476
export IMPL_warnings=26
export IMPL_cts_resized=0
export IMPL_drv_cap=0
export IMPL_grt_pass1_wl_um=185000
export IMPL_ys_flop_type="edfxtp_1"
export IMPL_place_gp_congestion=0.996
export IMPL_die_x_um=281
export IMPL_fin_area_um2=45100
export IMPL_clkLatencyLatePin_ns=0.70
export IMPL_rr_worst_depth=6
export IMPL_htreeDepth=3
export IMPL_min_path_type="reg -> reg"
export IMPL_rsz0062_at_grt="false"
export IMPL_worstPathRequired_ns=23.62
export IMPL_async_flop_share=0
export IMPL_drt_wl_total_um=134000
export IMPL_ys_warn_count=2
export IMPL_die_h_um=281
export IMPL_drc=0
export IMPL_clock_fmax_mhz=131
export IMPL_viasPerCell=6.65
export IMPL_intPower_mw=3.17
export IMPL_critPathLaunchType="primary input"
export IMPL_cts_tree="built"
export IMPL_status="finished, final reports clean"
export IMPL_chip_area_um2=79200
export IMPL_wire_per_inst_um=37.9
export IMPL_place_inst=3319
export IMPL_syn_area_um2=39000
export IMPL_grt_max_degree=44
export IMPL_synth_seq_share=0.804
export IMPL_power_mw=4.01
export IMPL_crit_type="in -> reg"
export IMPL_cts_setup_buffers=0
export IMPL_route_vias_total=23400
export IMPL_port_buffers=71
export IMPL_clockBufferDepth=3
export IMPL_firstDrtPassIters=5
export IMPL_overflow=0
export IMPL_fillCellCount=5657
export IMPL_clk_pin_slew_ns=0.06
export IMPL_worstPathCellList="buf_4 -> buf_4 -> nand3b_1 -> buf_4 -> nor2_2 -> buf_4 -> a22oi_1 -> nand4_1 -> a2111oi_0 -> a21oi_1"
export IMPL_ys_flops=1056
export IMPL_endpoint_kind="flop"
export IMPL_fin_util=0.584
export IMPL_coreArea_um2=77300
export IMPL_reg2reg_from="mem[22][13]$_DFFE_PP_"
export IMPL_setup_viol=0
export IMPL_critical_path_arrival_ns=8.17
export IMPL_final_min_clock_period_ns=7.65
export IMPL_sw_frac_of_total=0.210
export IMPL_drive_gt1_frac=0.153
export IMPL_ys_chip_area_um2=39000
export IMPL_hold_viol=0
export IMPL_leakage_nw=14.3
export IMPL_max_slew_margin_rel=0.145
export IMPL_cts_root_buf="clkbuf_16"
export IMPL_cp_slowest_stage_delay_ns=0.81
export IMPL_fp_utilization=0.505
export IMPL_syn_to_final_growth_pct=15.7
export IMPL_powerDensity_nw_per_um2=88.9
export IMPL_grt_pass1_vias=24800
export IMPL_cts_sinks=1056
export IMPL_yosysUniqueCellTypes=64
export IMPL_combinationalPowerShare=0.042
export IMPL_netlist_instances=2199
export IMPL_crit_path_start="addr[4]"
export IMPL_ys_cells=2199
export IMPL_crit_path_frequent_cell="buf_4"
export IMPL_cts_inserted_buffers=106
export IMPL_drt_initial_drc_count=1933
export IMPL_postRouteAntennaNets=0
export IMPL_seq_power_share=0.529
export IMPL_min_path_cells=2
==> final timing paths <==
path | end | slack (ns)
min | dout[2]$_SDFF_PP0_ | 0.52
min reg2reg | dout[2]$_SDFF_PP0_ | 0.52
max reg2reg | dout[13]$_SDFF_PP0_ | 20.50
max | dout[3]$_SDFF_PP0_ | 15.45
==> power by group through the flow <==
stage | clock, mW | combinational (mW) | sequential, mW
6_report | 1.72 | 0.168 | 2.12
5_1_grt | 1.81 | 0.175 | 2.12
4_1_cts | 1.73 | 0.163 | 2.12
==> layer usage <==
layer  GRT usage  vias up  wire [µm]
met1       0.463    11400      39900
met2       0.512     2158      58300
met4       0.160       11       7530
met3       0.337      382      27500
li1            -     9455          -
met5      0.0482        -        348
==> critical path, delay by kind of cell <==
kind | cells | cell delay (ns)
buffers and inverters | 4 | 1.40
and+or+nand+nor | 3 | 0.88
AOI/OAI and AO/OA | 3 | 1.19
==> state kept, by name (all words and copies together) (netlist names) <==
signal  cells
dout       32
mem      1024
==> layout make-up <==
type,count,share of cell area
flip-flops and latches,1056,0.695
multi-input cells,1014,0.160
clock buffers,151,0.0657
repair buffers,204,0.0375
well taps,1040,0.0288
clock inverters,50,0.0120
inverters,5,0.000416
diodes,3,0.000166
==> synth_stat cells (all sizes together), types with 3 or more instances <==
cell type  number  area share
nand3b          7      0.0014
o2111ai         3     0.00067
mux2i          62       0.016
nand3          28      0.0037
and3            5     0.00080
nor3           46      0.0059
a2111oi        12      0.0030
nand4          40      0.0064
nor2           93       0.011
nand2          91      0.0088
o2bb2ai         6      0.0013
o311ai          3     0.00067
a32oi          22      0.0049
or3b            3     0.00067
a221oi         13      0.0029
o22ai          14      0.0022
nor2b          14      0.0022
a31oi           9      0.0014
o211ai          4     0.00077
a22o           47       0.011
mux4            4      0.0023
nand2b         10      0.0016
clkbuf         23      0.0022
a222oi          9      0.0023
a21oi          55      0.0071
a211oi          6      0.0012
edfxtp       1024        0.79
and4            3     0.00067
nor4           14      0.0022
o21ai          48      0.0062
or2             4     0.00064
a22oi         293       0.056
and2            7      0.0012
buf           101       0.016
inv             5     0.00048
mux2           12      0.0035
a32o            5      0.0013
dfxtp          32       0.016
==> stage by stage <==
step / hold WS (ns) / setup slack [ns]
3_3_place_gp: 0.508 / 14.93
4_1_cts: 0.522 / 15.57
2_1_floorplan: 0.486 / 13.96
3_5_place_dp: 0.509 / 14.85
5_1_grt: 0.568 / 15.31
6_report: 0.519 / 15.45
==> kinds of logic after synthesis <==
family / synth area share
AND-OR/OR-AND: 0.107
buffers and inverters: 0.0185
flip-flops: 0.804
multiplexers: 0.0217
AND/OR/NAND/NOR: 0.0486
==> cells in the final DEF (no fill, tap or decap), types with 35 or more instances in the layout <==
cell and count:
nor2_1 35, nor3_1 46, clkdlybuf4s50_1 66, a21oi_1 55, o21ai_0 48, clkbuf_1 35, clkbuf_16 110, a22o_1 47
buf_4 136, nand2_1 89, nor2_4 46, nand4_1 40, edfxtp_1 1024, a22oi_1 292, mux2i_1 62
Power figures rest on the tool's default switching activity, not on a simulated workload.
